==> flow/design.v <==
`timescale 1ns / 1ps
module full_adder(
	input a,
	input b,
	input carry_in,
	output carry_out,
	output result);
	wire [2:0] bridge;
	xor(bridge[0], a, b);
	xor(result, bridge[0], carry_in);
	and(bridge[1], a, b);
	and(bridge[2], bridge[0], carry_in);
	or(carry_out, bridge[1], bridge[2]);
endmodule
`timescale 1ns / 1ps
module decimal_adjust_adder(
	input dsa,
	input daa,
	input hc,
	input acr,
	input [7:0] sb,
	output [7:0] sb_ac);
	wire hc_bar, acr_bar;
	wire daa_and_hc, daa_and_acr;
	wire dsa_and_hc_bar, dsa_and_acr_bar;
	wire bit_2_adjust, bit_5_adjust;
	wire [5:0] carry_bridge;
	wire [1:0] bridge;
	and(daa_and_hc, daa, hc);
	and(daa_and_acr, daa, acr);
	not(hc_bar, hc);
	not(acr_bar, acr);
	and(dsa_and_hc_bar, dsa, hc_bar);
	and(dsa_and_acr_bar, dsa, acr_bar);
	or(bit_2_adjust, daa_and_hc, dsa_and_hc_bar);
	or(bit_5_adjust, daa_and_acr, dsa_and_acr_bar);
	assign sb_ac[0] = sb[0];
	xor(sb_ac[1], sb[1], bit_2_adjust);
	and(carry_bridge[0], sb[1], bit_2_adjust);
	full_adder adder_0 (sb[2], daa_and_hc, carry_bridge[0], carry_bridge[1], sb_ac[2]);
	xor(bridge[0], sb[3], dsa_and_hc_bar);
	xor(sb_ac[3], bridge[0], carry_bridge[1]);
	assign sb_ac[4] = sb[4];
	xor(sb_ac[5], sb[5], bit_5_adjust);
	and(carry_bridge[2], sb[5], bit_5_adjust);
	full_adder adder_1 (sb[6], daa_and_acr, carry_bridge[2], carry_bridge[3], sb_ac[6]);
	xor(bridge[1], sb[7], dsa_and_hc_bar);
	xor(sb_ac[7], bridge[1], carry_bridge[3]);
endmodule
==> flow/run.sh <==
#!/bin/bash
# OpenROAD 26Q1-2900-gdf79404cd8, Yosys 0.63+post, stock flow scripts
make -C /OpenROAD-flow-scripts/flow DESIGN_CONFIG=/design/flow/config.mk WORK_HOME=/design/flow/orfs finish
==> flow/config.mk <==
export PLATFORM = sky130hd
export DESIGN_NAME = decimal_adjust_adder
export DESIGN_NICKNAME = decimal_adjust_adder
export VERILOG_FILES = /design/flow/design.v
export SDC_FILE = /design/flow/constraint.sdc
export NUM_CORES = 4
export LEC_CHECK = 1
export CORE_AREA = 10 10 70 70
export DIE_AREA = 0 0 80 80
==> flow/constraint.sdc <==
current_design decimal_adjust_adder

set clk_period 2.2
set clk_io_pct 0.2

create_clock -name clk0 -period $clk_period

set non_clock_inputs [all_inputs -no_clocks]
set_input_delay [expr $clk_period * $clk_io_pct] -clock clk0 $non_clock_inputs
set_output_delay [expr $clk_period * $clk_io_pct] -clock clk0 [all_outputs]
==> metrics.yaml <==
power_and_ir_drop:
  switchingPower_uw: 28.75
  power.total_uw: 83.41
  power.leakage_nw: 0.1876
  pwr-share-comb_pct: 100.0
  p_int_uw: 54.67
  ir_drop_uv: 27.37
  p_sw_share_pct: 34.46
  power.density_nw_per_um2: 201.4
  sequentialPowerShare_pct: 0
  pwr-share-clk_pct: 0
detailed_routing:
  n_antenna_cell: 0
  route.vias.total: 191
  wl_um: 656
  ant_nets: 0
  wire_per_inst_um: 7.540
  drcViolationCount: 0
  drtPass1Iterations: 2
  vias_per_cell: 2.195
  drtIter0Drc: 3
synthesis:
  synthCells: 24
  synth.avg_cell_area_um2: 7.768
  yosysUniqueCellTypes: 8
  synth_area_um2: 186.4
  ys_chip_area_um2: 186.4
  yosys_warnings: 0
  postSynthSeqShare_pct: 0
  synth_stat.cells: 24
final_timing:
  hold_viol: 0
  finalClockPeriodUsage_pct: 97.13
  totalNegativeSetupSlack_ns: 0
  maxSlewViolCount: 0
  fmaxAchievable_ghz: 0.4680
  max-slew-margin-rel_pct: 90.94
  tightestPinTransition_ns: 0.1352
  setup_violations: 0
  rsz0062_at_grt: "no"
  fin_crit_ns: 2.137
worst_setup_path:
  slowest_delay_ns: 0.50
  cpMaxStageDelayCell: "fa_2"
  path_buffers: 4
  cp_cell_sequence: "buf_2 > nand2b_4 > nand2_2 > ha_2 > inv_2 > fa_2 > inv_1 > dlygate4sd2_1"
  cp-start-kind: "input pin"
  path_class: "input pin to output port"
  cp.arrival_ns: 1.70
  required_ns: 1.76
  cp_top_family: "adder cells"
  cp_max_fo: 2
  crit_path_end_kind: "output port"
die:
  pin_count: 20
  fp-row-count: 21
  initCoreUtil_pct: 5.458
  die_h_um: 80
  dieWidth_um: 80
  dieArea_um2: 6400
  core_um2: 3416
run:
  maxCapViolCount: 0
  warning_count: 32
cells_and_area:
  drive_above_1_share_pct: 65.85
  n_clock_buffer: 0
  area_growth_pct: 122.1
  final_cell_mix: "6 x inv_2, 6 x dlygate4sd2_1, 5 x buf_2, 5 x buf_4, 4 x clkdlybuf4s50_1"
  regArea_um2: 0
  design.seq.count: 0
global_route:
  overflow: 0
  grt_pass1_wl_mm: 1.069
  antenna_found_initial: 0
  grt_usage_pct: 2.061
  grt_max_degree: 3
  first_global_vias: 236
placement:
  port_buffers: 16
  place_congestion: 0.6541
min_path:
  hold_class: "input pin to output port"
run_status:
  status: "completed"
cts:
  cts_hold_buffers: 0
==> power groups by stage <==
stage	registers, mW	clock network, mW	logic [mW]
after CTS	0	0	0.0858
after global routing	0	0	0.0961
final	0	0	0.0834
==> worst paths after layout <==
kind	startpoint	endpoint	slack, ns	depth (start not counted)
max	hc	sb_ac[2]	0.06	8
min	sb[0]	sb_ac[0]	0.88	0
==> per-stage QoR <==
| step | setup WS [ns] | util, % | hold WS [ns] | std cells | area (um^2) |
|---|---|---|---|---|---|
| CTS | 0.02426 | 11.94 | 0.8800 | 87 | 407.9 |
| finish | 0.06325 | 12.12 | 0.8800 | 87 | 414.1 |
| floorplan | 0.3229 | - | 0.9464 | 24 | 186.4 |
| global placement | -0.7871 | 11.61 | 0.8800 | 85 | 396.6 |
| global route | 0.006145 | 12.12 | 0.8800 | 87 | 414.1 |
| detailed placement | -0.8337 | 11.61 | 0.8800 | 85 | 396.6 |
==> per-layer routing <==
metal / wire length [um] / GRT usage (%)
met1: 255 / 2.460
met2: 337 / 3.612
met3: 62 / 0.7955
met4: 0 / 0
met5: 0 / 0
==> area by class of cell <==
cell class	instances	area, um^2
Timing Repair Buffer	21	166.4
Tap cell	46	57.56
Inverter	7	26.28
Multi-Input combinational cell	13	163.9
Fill cell	401	3002
==> kinds of logic after synthesis <==
kind of cell	synth area share (%)
buffers and inverters	30.20
XOR/XNOR	18.79
adder cells (fa/ha/maj)	34.90
AND/OR/NAND/NOR	13.42
AND-OR/OR-AND	2.682
==> cell usage after synthesis <==
cell type / number / area [um^2]
inv_1: 7 / 26.28
buf_4: 4 / 30.03
xnor2_1: 4 / 35.03
nand2_1: 3 / 11.26
fa_1: 2 / 40.04
ha_1: 2 / 25.02
nand2b_4: 1 / 13.76
o21ai_0: 1 / 5.000
==> timing repair <==
action | CTS | global route
gates resized | 44 | 3
setup endpoints to repair | 6 | 4
setup buffers | 2 | 0
pin swaps | 11 | 8
Power figures rest on the tool's default switching activity, not on a simulated workload.
